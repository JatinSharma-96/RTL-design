==> design.v <==
module model #(parameter
    FIZZ=3,
    BUZZ=5,
    MAX_CYCLES=100
) (
    input clk,
    input resetn,
    output logic fizz,
    output logic buzz,
    output logic fizzbuzz
);
logic[$clog2(MAX_CYCLES)-1:0] counter;
always_ff@(posedge clk) begin
    if(~resetn) counter <= 0;
    else if(counter == MAX_CYCLES-1) counter <= 0;
    else counter <= counter + 1;
end
assign fizz = (counter % FIZZ == 0);
assign buzz = (counter % BUZZ == 0);
assign fizzbuzz = fizz & buzz;
endmodule
==> run.sh <==
#!/bin/bash
# OpenROAD 26Q1-2900-gdf79404cd8, Yosys 0.63+post, stock flow scripts
make -C /OpenROAD-flow-scripts/flow DESIGN_CONFIG=/design/flow/config.mk WORK_HOME=/design/flow/orfs finish
==> config.mk <==
export PLATFORM = sky130hd
export DESIGN_NAME = model
export DESIGN_NICKNAME = model
export VERILOG_FILES = /design/flow/design.v
export SDC_FILE = /design/flow/constraint.sdc
export NUM_CORES = 4
export LEC_CHECK = 1
export CORE_AREA = 10 10 70 70
export DIE_AREA = 0 0 80 80
==> constraint.sdc <==
current_design model

set clk_period 5.3
set clk_io_pct 0.2

create_clock -name clk0 -period $clk_period [get_ports {clk}]

set non_clock_inputs [all_inputs -no_clocks]
set_input_delay [expr $clk_period * $clk_io_pct] -clock clk0 $non_clock_inputs
set_output_delay [expr $clk_period * $clk_io_pct] -clock clk0 [all_outputs]
==> results.yml <==
# flow metrics
outcome:
  status: "complete, no violations"
placed_design:
  place.gp.congestion: 0.967
  portBuffers: 4
  detailedPlacementHpwl_um: 4570
  numPlacedInstances: 386
  place_worst_setup_slack_ns: -0.108
route:
  detailedRoute.firstIterationViolations: 216
  routed_via_count: 2532
  first_pass_iteration_count_of_the_detailed_router: 5
  diodes: 0
  post_drt_via_cell_ratio: 6.30
  ant_nets: 0
  route.final.wire_length_um: 6320
  avg_wl_per_cell_um: 15.7
  remaining_drc_errors: 0
synthesis:
  postSynthCellCount: 302
  total_of_flip_flops_plus_latches_after_synthesis: 7
  synth.cell_area_um2: 2210
  synth.largest_area_cell: "sky130_fd_sc_hd__a21oi_1"
  synth_stat.cells: 302
  synthesis.area_per_instance_um2: 7.31
  synth_warnings: 1
  yosys.stat.seqShare_pct: 6.35
  dominantRegCellSynth: "sky130_fd_sc_hd__dfxtp_1"
  post_synth_num_cell_types: 75
  yosys.area.top_type_share_pct: 6.35
  post_synth_main_area_contributors: "sky130_fd_sc_hd__a21oi_1 6.3%, sky130_fd_sc_hd__dfxtp_1 6.3%, sky130_fd_sc_hd__ha_1 6.2%"
  enable_flop_cells: 0
  synthArstFlopShare_pct: 0
  yosysChipArea_um2: 2210
hold_path:
  worst_hold_path_type: "register to register"
cts:
  cts_tree: "done"
  clk_transition_reported_paths_ns: 0.07
  clock_tree.htree_level_count: 1
  clock_latency_ns: 0.27
  cts_inserted_buffers: 3
  clock_tree.buffer_depth: 2
  clock-sinks: 7
  cts.root.buffer_cell: "sky130_fd_sc_hd__clkbuf_4"
global_route:
  grt_remaining_overflow: 0
  grt_pass1_wl_um: 9960
  number_of_antenna_violations_at_the_first_check_in_global_routing: 0
  grt_usage_pct: 18.3
  first_global_vias: 2200
  grt_start_max_net_pins: 21
floorplan:
  ioPinCount: 5
  fp.coreArea_um2: 3420
  die_x_um: 80
  dieHeight_um: 80
  fp_util_pct: 64.7
  design.die.area_um2: 6400
  placementRows: 21
power:
  power_density_nw_per_um2: 83.1
  total_switching_power_w: 0.0000921
  p_clk_share_pct: 22.1
  vdd_drop_max_uv: 107
  sequential_cell_fraction_of_total_power_pct: 23.2
  combinationalPowerShare_pct: 54.7
  internal_power_w: 0.000148
  p_leak_nw: 1.15
  switching_share_pct: 38.4
final_timing:
  fin_crit_ns: 5.22
  unrepaired_setup_endpoints_after_global_routing: "yes"
  tightest_slew_ns: 0.414
  timing.slew.headroom_pct: 72.1
  final.setup.tns_ns: 0
  timing.final.ws_setup_ns: 0.0755
  timing.hold.ws_ns: 0.581
  finalSetupViolCount: 0
  slew_viol_final: 0
  setup_skew_after_layout_ns: 0.0104
  final_min_period_over_clock_period_pct: 98.6
  max_clock_freq_mhz: 191
  timing.final.hold_violations: 0
final_layout:
  layout_stage_area_growth_over_the_synthesis_result_pct: 30.9
  multiInputGateArea_um2: 2060
  seq_area_um2: 146
  final-instance-count-excl-fill: 402
  max_flop_register: "counter"
  reg_top3: "counter (7)"
  fill_cells: 203
  final_layout_top_logic_cells: "62 x sky130_fd_sc_hd__buf_4, 25 x sky130_fd_sc_hd__nor2_1, 22 x sky130_fd_sc_hd__a21oi_1, 19 x sky130_fd_sc_hd__nand2_1, 12 x sky130_fd_sc_hd__o21ai_0"
  post_route_cells_drive_above_1_share_pct: 38.2
  final_common_cell: "sky130_fd_sc_hd__buf_4"
  largest_register_ff_count: 7
flow_run:
  warnings: 32
  max_cap_violations: 0
setup_path:
  ff2ff_setup_slack_ns: 3.71
  crit_type: "register to output pin"
  critical_path_peak_fanout: 3
  cp_data_arrival_time_ns: 4.16
  worstSetupStartpointType: "register"
  worst_ep_required_time_ns: 4.24
  setup.worst_path.end_class: "output pin"
cell type report:
class,instances,area share [%]
Timing Repair Buffer,70,19.0
Sequential cell,7,5.06
Clock inverter,1,0.173
Multi-Input combinational cell,261,71.1
Inverter,14,1.90
Clock buffer,3,0.779
Tap cell,46,1.99
final timing paths:
check | to | start | depth (start not counted)
max | fizzbuzz | counter[5] | 25
min reg2reg | counter[0] | counter[0] | 2
max reg2reg | counter[6] | counter[2] | 5
min | counter[0] | counter[0] | 2
critical path, stage by stage (launching register included):
cell and delay (ns):
sky130_fd_sc_hd__dfxtp_2 0.34, sky130_fd_sc_hd__nor2_4 0.11, sky130_fd_sc_hd__inv_2 0.05, sky130_fd_sc_hd__ha_4 0.22
sky130_fd_sc_hd__nor4bb_4 0.28, sky130_fd_sc_hd__a211oi_2 0.12, sky130_fd_sc_hd__a21oi_2 0.21, sky130_fd_sc_hd__xnor2_2 0.15
sky130_fd_sc_hd__inv_2 0.08, sky130_fd_sc_hd__ha_4 0.17, sky130_fd_sc_hd__nor2_4 0.10, sky130_fd_sc_hd__nand3_2 0.07
sky130_fd_sc_hd__a21oi_2 0.13, sky130_fd_sc_hd__o21a_1 0.15, sky130_fd_sc_hd__nand2_2 0.08, sky130_fd_sc_hd__xnor2_2 0.19
sky130_fd_sc_hd__inv_2 0.07, sky130_fd_sc_hd__ha_4 0.18, sky130_fd_sc_hd__inv_2 0.05, sky130_fd_sc_hd__nand4_1 0.07
sky130_fd_sc_hd__o211ai_1 0.14, sky130_fd_sc_hd__mux2i_1 0.26, sky130_fd_sc_hd__o2111a_1 0.21, sky130_fd_sc_hd__o211a_1 0.15
sky130_fd_sc_hd__nor4b_4 0.17, sky130_fd_sc_hd__clkbuf_2 0.12
layer usage:
| layer | part of all wire [%] | track usage [%] |
|---|---|---|
| met1 | 48 | 26.4 |
| met3 | 5.6 | 1.14 |
| met2 | 45 | 29.5 |
| met4 | 1.7 | 2.64 |
| met5 | 0 | 0 |
cell families after synthesis:
kind of cell,after synthesis,share of synthesized area [%]
and+or+nand+nor,114,28.8
AOI/OAI and AO/OA,102,34.6
buffers and inverters,34,9.12
xor gates and xnor gates,20,8.27
adders and majority gates,16,8.61
muxes,9,4.25
DFF,7,6.35
stage by stage:
stage	utilization [%]	cell area, µm²	total power (W)
finish	84.7	2890	0.000240
detailed placement	76.6	2620	0.000166
CTS	79.6	2720	0.000219
global route	84.7	2890	0.000254
floorplan	-	2260	0.000127
global placement	76.6	2620	0.000165
Yosys cell counts (all sizes together), types with 4 or more instances:
| library cell | instances |
|---|---|
| nand2b | 7 |
| o21ai | 16 |
| dfxtp | 7 |
| nand3b | 4 |
| nor2b | 7 |
| ha | 11 |
| nand3 | 7 |
| xor2 | 9 |
| a211oi | 7 |
| or3 | 4 |
| nand2 | 20 |
| buf | 15 |
| a31oi | 6 |
| mux2i | 6 |
| xnor2 | 11 |
| o211ai | 6 |
| a21oi | 30 |
| nor2 | 29 |
| clkbuf | 5 |
| and2 | 4 |
| nor3 | 12 |
| inv | 14 |
| maj3 | 5 |
power groups by stage:
| stage | sequential [W] | clock (W) | combinational (W) |
|---|---|---|---|
| CTS | 0.0000561 | 0.0000513 | 0.000112 |
| finish | 0.0000556 | 0.0000531 | 0.000131 |
| global route | 0.0000559 | 0.0000565 | 0.000142 |
repair_timing:
item	in CTS	in global routing
hold buffers	0	0
pin swaps	14	20
buffers inserted	5	7
endpoints found under the setup margin	3	3
hold endpoints to repair	0	0
gates resized	15	31
No activity file was given, so power comes from the tool's default toggle rates.
