--- ./design.v ---
module shift_add_mult #(parameter BW=4) (input[BW-1:0] multiplier,
                                         input[BW-1:0] multiplicand,
                                         input[1:0] opcode,
                                         input clk, resetn,
                                         output logic[2*BW-1:0] result,
                                        output logic ready);
  logic[$clog2(BW)-1:0] count;
  logic[BW-1:0] str_multiplicand;
  logic[BW-1:0] pp,pp_nxt;
  logic cout;
  logic[2*BW-1:0] nxt_result;
  logic ld_counter,dec_counter,ld_and_shift,str_reg,start;
  typedef enum logic[1:0] {INIT,STR,LDnSHF} st;
  st PS,NS;
  assign pp = result[2*BW-1:BW];
  assign {cout,pp_nxt} = pp + str_multiplicand;
  always_ff@(posedge clk) begin
    if(~resetn) begin
      count <= 0;
      str_multiplicand <= 0;
      PS <= INIT;
      result <= 0;
    end
    else begin
      if(ld_counter) count <= BW-1;
      else if(dec_counter) count <= count - 1;
      if(str_reg) begin 
        str_multiplicand <= multiplicand;
        result <= {{BW{1'b0}},multiplier};
      end
      else if(ld_and_shift) begin
        result <= nxt_result;
      end
      PS <= NS;
      end
    end
  assign start = (opcode == 2'b01);
  always_comb begin
    case(PS)
      INIT : NS = start ? STR : INIT;
      STR : NS = LDnSHF;
      LDnSHF : NS = ready ? INIT : LDnSHF;
      default : NS = INIT;
    endcase
  end
  always_comb begin
    case(PS)
      INIT: begin
        ld_counter = 0;
        dec_counter = 0;
        str_reg = start;
        ld_and_shift = 0;
      end
      STR : begin
        ld_counter = 1;
        dec_counter = 0;
        ld_and_shift = 1;
        str_reg = 0;
      end
      LDnSHF : begin
        ld_counter = 0;
        dec_counter = ~ready;
        ld_and_shift = ~ready;
        str_reg = 0;
      end
      default : begin
        ld_counter = 0;
        dec_counter = 0;
        ld_and_shift = 0;
        str_reg = 0;
      end
    endcase
  end
  assign nxt_result = result[0] ? {cout,pp_nxt,result[BW-1:1]} : (result >> 1);
  assign ready = (count == 0) && ~ld_counter;
endmodule
--- ./run.sh ---
#!/bin/bash
# OpenROAD 26Q1-2900-gdf79404cd8, Yosys 0.63+post, stock flow scripts
make -C /OpenROAD-flow-scripts/flow DESIGN_CONFIG=/design/flow/config.mk WORK_HOME=/design/flow/orfs finish
--- ./config.mk ---
export PLATFORM = sky130hd
export DESIGN_NAME = shift_add_mult
export DESIGN_NICKNAME = shift_add_mult
export VERILOG_FILES = /design/flow/design.v
export SDC_FILE = /design/flow/constraint.sdc
export NUM_CORES = 4
export LEC_CHECK = 1
export CORE_AREA = 10 10 84 84
export DIE_AREA = 0 0 94 94
--- ./constraint.sdc ---
current_design shift_add_mult

set clk_period 3.0
set clk_io_pct 0.2

create_clock -name clk0 -period $clk_period [get_ports {clk}]

set non_clock_inputs [all_inputs -no_clocks]
set_input_delay [expr $clk_period * $clk_io_pct] -clock clk0 $non_clock_inputs
set_output_delay [expr $clk_period * $clk_io_pct] -clock clk0 [all_outputs]
==> reports/metrics.yaml <==
synth_area_um2: 871
n_antenna_cell: 0
holdBufCountCts: 0
reg2reg_from: "result[6]"
cp_max_fo: 2
avgViaCountPerCell: 3.75
drc: 0
yosysCellCount: 104
top_cells_by_count: "19 x nand2_1, 17 x dfxtp_1, 12 x nor2_1"
synth_area_per_cell_um2: 8.37
crit_end: "ready"
ys_area_um2: 871
ant_nets: 0
fin_crit_sh_pct: 70.4
root_buffer: "clkbuf_8"
cp-start-kind: "register"
skew_ns: 0.00120
die_h_um: 94
gp_congestion: 0.768
ioPinCount: 21
run_status: "finished clean"
yosysSeqAreaShare_pct: 39.1
fin_crit_ns: 2.11
drive_above_1_share_pct: 6.61
wire_per_inst_um: 10.9
yosysWarnings: 1
rows: 26
portBuffers: 20
cts_tree: "done"
top_cell: "nand2_1"
crit_start: "count[0]"
coreArea_mm2: 0.00520
rsz0062_at_grt: "no"
maxSlewHeadroom_pct: 69.1
whs_path_depth: 2
tightestPinTransition_ns: 0.462
p_leak_nw: 0.419
ff_type: "dfxtp_1"
dp_hpwl_um: 1630
hold_slack_ns: 0.458
synthArstFlopShare_pct: 0
clk_pin_slew_worst_paths_ns: 0.07
cts.sinks: 17
chipWidth_um: 94
arrival_ns: 1.51
timing.fmax_ghz: 0.474
synth_top_area_share_pct: 39.1
yosys-top-cells-area: "dfxtp_1 39%, nand2_1 8.2%, ha_1 7.2%, nor2_1 5.2%, a21oi_1 4.6%"
initial_core_util_pct: 16.7
netlist_instances: 104
total_power_mw: 0.492
ir_worst_vdd_mv: 0.113
utilization_pct: 22.3
track_usage_pct: 4.76
r2r-end: "result[6]"
drv_cap: 0
tool_warnings: 25
antenna_found_initial: 0
place_area_mm2: 0.00111
synth.distinct_cells: 30
edf_count: 0
reg2reg_slack_ns: 1.32
drtIter0Drc: 75
fin_tns_setup_ns: 0
grt_pass1_wl_um: 3490
routed-via-count: 716
postCtsSetupBuffers: 0
final_max_slew_viol_count: 0
drt-pass1-iter-count: 4
required_ns: 2.40
grt_max_degree: 14
postCtsResizedCells: 0
top_area_cell: "dfxtp_1"
report.final.setup_viol: 0
clock_path_buffers: 2
clk_latency_ns: 0.25
ys.flops: 17
area_growth_pct: 33.2
crit_path_end_kind: "primary output"
critical_path_class: "reg2out"
first_global_vias: 683
pwr_density_cell_mw_per_mm2: 425
cts_buffers: 3
chip_area_mm2: 0.00884
overflow: 0
hold_viol_final: 0
ctsHtreeMaxLevel: 1
routed_wirelength_um: 2090
ff2ff_path_depth: 5
hp-class: "reg2reg"
post-route-cell-area_mm2: 0.00116
[flip-flops by register name, indices dropped and copies added, names as in the netlist]
name,cells
str_multiplicand,4
result,8
PS,3
count,2
[how the worst min path moves through the flow]
stage                    from                   to  slack, ns
4_1_cts   str_multiplicand[3]  str_multiplicand[3]       0.46
5_1_grt   str_multiplicand[2]  str_multiplicand[2]       0.48
6_report  str_multiplicand[3]  str_multiplicand[3]       0.46
[power breakdown]
part	total (mW)	switching, mW	internal (mW)
combinational	0.0743	0.0309	0.0434
sequential	0.249	0.0110	0.238
clock	0.169	0.0753	0.0941
total	0.492	0.117	0.375
[kinds of logic (layout without fill, tap and decap cells)]
group	after synthesis	in the layout	synth area share, %
AND/OR/NAND/NOR	41	41	22.0
AND-OR/OR-AND	22	22	17.1
flip-flops	17	17	39.1
buffers and inverters	14	31	8.05
adder cells (fa/ha/maj)	6	6	9.48
XOR/XNOR	2	2	2.01
multiplexers	2	2	2.30
[cell type report]
cell class	instances	area [um2]
Inverter	7	26.3
Timing Repair Buffer	20	200
Sequential cell	17	340
Multi-Input combinational cell	73	460
Clock buffer	4	45.0
Fill cell	591	4050
Tap cell	70	87.6
[cell usage in the layout, fill, tap and decap left out, types with 2 or more instances in the layout]
master,instances
a21oi_1,8
a311oi_1,4
clkbuf_8,3
clkdlybuf4s50_1,20
dfxtp_1,17
ha_1,5
inv_1,5
mux2i_1,2
nand2_1,19
nor2_1,12
o211ai_1,3
o21a_1,2
o21ai_0,2
or2_1,2
xnor2_1,2
[metal layers]
layer / up-vias / part of all wire (%) / GRT usage, %
li1: 381 / - / -
met1: 315 / 53 / 7.06
met2: 18 / 41 / 6.80
met3: 2 / 4.1 / 1.13
met4: 0 / 1.6 / 1.01
met5: - / 0 / 0
[metrics by stage]
stage          instances  setup WS, ns
2_1_floorplan        104          1.44
3_3_place_gp         187         0.998
3_5_place_dp         187         0.933
4_1_cts              191         0.879
5_1_grt              191         0.791
6_report             191         0.889
[worst max-delay path: stages (launching register included)]
cell and delay, ns:
dfxtp_1 0.30, clkinv_1 0.06, ha_1 0.20, nor2b_1 0.21, clkdlybuf4s50_1 0.50
